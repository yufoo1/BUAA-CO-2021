==> design.v <==
`timescale 1ns / 1ps
module Controller(
	 input [31:0] instr,
	 input IsEq,
    output [3:0] ALUOp,
    output WeGRF,
    output WeDM,
    output IsBranchType,
	 output IsJType,
	 output IsJr,
    output ALUSrc,
    output [1:0] WhichToReg,
    output [1:0] RegDst,
    output IsSignExt
    );
	 wire [5:0] op, func;
	 wire addu, subu, ori, lw, sw, beq, lui, j, jal, jr, nop;
	 wire RType;
	 assign op = instr[31:26];
	 assign func = instr[5:0];
	 assign RType = (op == 6'b000000) ? 1 : 0;
	 assign addu = (RType && func == 6'b100001) ? 1 : 0;
	 assign subu = (RType && func == 6'b100011) ? 1 : 0;
	 assign ori = (op == 6'b001101) ? 1 : 0;
	 assign lw = (op == 6'b100011) ? 1 : 0;
	 assign sw = (op == 6'b101011) ? 1 : 0;
	 assign beq = (op == 6'b000100) ? 1 : 0;
	 assign lui = (op == 6'b001111) ? 1 : 0;
	 assign j = (op == 6'b000010) ? 1 : 0;
	 assign jal = (op == 6'b000011) ? 1 : 0;
	 assign jr = (RType && func == 6'b001000) ? 1 : 0;
	 assign nop = (RType && func == 6'b000000) ? 1 : 0;
	 assign ALUOp = (subu) ? 4'b0001 :
						 (ori) ? 4'b0011 :
						 (lui) ? 4'b0100 : 4'b0000;
	 assign WeGRF = (addu || subu || ori || lw || lui || jal) ? 1 : 0;
	 assign WeDM = (sw) ? 1 : 0;
	 assign IsBranchType = (beq && IsEq) ? 1 : 0;
	 assign IsJType = (j || jal) ? 1 : 0;
	 assign IsJr = (jr) ? 1 : 0;
	 assign ALUSrc = (ori || lui || lw || sw) ? 1 : 0;
	 assign WhichToReg = (lw) ? 2'b01 : 
								(jal) ? 2'b10 : 2'b00;
	 assign RegDst = (ori || lui || lw) ? 2'b01 : 
						  (jal) ? 2'b10 : 2'b00;
	 assign IsSignExt = (beq || lw || sw) ? 1 : 0;
endmodule
==> run.sh <==
#!/bin/bash
# OpenROAD 26Q1-2900-gdf79404cd8, Yosys 0.63+post, stock flow scripts
make -C /OpenROAD-flow-scripts/flow DESIGN_CONFIG=/design/flow/config.mk WORK_HOME=/design/flow/orfs finish
==> config.mk <==
export PLATFORM = sky130hd
export DESIGN_NAME = Controller
export DESIGN_NICKNAME = Controller
export VERILOG_FILES = /design/flow/design.v
export SDC_FILE = /design/flow/constraint.sdc
export NUM_CORES = 4
export LEC_CHECK = 1
export CORE_AREA = 10 10 70 70
export DIE_AREA = 0 0 80 80
==> constraint.sdc <==
current_design Controller

set clk_period 2.4
set clk_io_pct 0.2

create_clock -name clk0 -period $clk_period

set non_clock_inputs [all_inputs -no_clocks]
set_input_delay [expr $clk_period * $clk_io_pct] -clock clk0 $non_clock_inputs
set_output_delay [expr $clk_period * $clk_io_pct] -clock clk0 [all_outputs]
==> Changelog: implementation <==
## Flow update

- Cell area leaders: nor4_2 (9.0%), nor4b_4 (8.5%), nand3b_1 (8.1%)
- Post-Synthesis Cells: 35
- DRT antenna net count: 0
- Unique cell type count in the Yosys netlist: 26
- Setup crit end kind: output pin
- Post-layout period usage: 0.972
- Clock power share: 0
- Syn avg cell area: ~8 sq um
- Post-route DRC: 0
- Storage cell area: 0 sq um
- Power consumption: 0.0648 mW
- Die X: 80 um
- Top cell excl fill/tap: clkdlybuf4s50_1
- Antenna diodes: 0
- Chip Area, Yosys: 279 sq um
- Layout clock buffers: 0
- Flip-flops: 0
- Global-route wire length before repair: 1730 um
- Share of layout cells above drive strength 1: 0.400
- Area leader share: 0.0897
- Hpwl dp: 1020 um
- Sequential fraction of the synthesis area: 0
- Pin count of the biggest net entering global routing: 8
- GRT Overall Usage: 0.0323
- Initial antenna violation count: 0
- RSZ-0062 raised after global routing: false
- CORE AREA: 0.00342 sq mm
- Drt total wl: around 1200 um
- OpenROAD warning count: 52
- Vias in the first global route: between 300 and 400
- Worst Path Max Fanout: 4
- Drt pass-1 iters: 2
- Final Hold Viols: 0
- Max Clk Rate: 429 MHz
- Worst VDD drop: 0.0157 mV
- Netlist Area Pre-Place: 279 sq um
- Vert. Die Dim: approximately 80 um
- Crit path DRT: 1.92 ns
- Logic pwr share: 1.000
- Area delta synth->final: 140%
- Leak: 0.243 nW
- Sw Ratio: 0.430
- Placer Congestion: approximately 0.76
- Seq pwr share: 0
- DR vias/cell: 3.39
- Switching pwr: roughly 0.028 mW
- Synth warnings: 0
- Fin. max-slew vios: 0
- Die area: 0.00640 sq mm
- Outcome: complete, no violations
- Yosys top cell by area: nor4_2
- Utilization after layout: 0.196
- Rows: 21
- Overflow after GRT: 0
- Max-Cap Viols: 0
- Hold Path Class: in2out
- Ys cells: 35
- Via count: 393
- Initial Utilization: 0.0817
- Number of I/O port buffers: 27
- I/O pin count: 48
- WL/cell: 10.2 um
- Final setup violation count: 0
- Final Critical Period: between 2 and 2.5 ns
- Ratio of total power to cell area: 96.7 mW/mm^2
- Crit path arrival time: between 1.5 and 2 ns
- CP Launch Type: input port
- DR iter-0 viols: 6
- CP Class: in2out
- Cell-internal power: 0.0369 mW
- # hold bufs at CTS: 0
- Most instantiated logic cells after routing: clkdlybuf4s50_1 (18), buf_4 (11), dlygate4sd2_1 (5)
==> final timing paths <==
check / slack, ns / from / to / cells past startpoint
worst min-delay path: 1.50 / instr[26] / IsJr / 6
worst max-delay path: 0.07 / instr[31] / WhichToReg[1] / 5
==> layer usage <==
metal  part of all wire  routed length (um)  GRT usage  up-vias
met3               0.10                 121    0.00795        0
met1               0.41                 491     0.0356      176
met5                  0                   0          0        -
met4                  0                   0          0        0
met2               0.48                 574     0.0634       14
li1                   -                   -          -      203
==> layout make-up <==
type	instances	area, sq um
fillers	380	2750
well taps	46	57.6
repair buffers	38	333
multi-input cells	32	280
==> worst max-delay path: stages <==
cell and delay (ns):
dlygate4sd2_1 0.29, nor4_4 0.29, buf_4 0.16, and3_2 0.16, clkdlybuf4s50_1 0.47
==> cells in the mapped netlist (all sizes together) <==
| cell | count |
|---|---|
| nand3b | 3 |
| nand2 | 2 |
| nand3 | 1 |
| nor2 | 2 |
| conb | 1 |
| a31oi | 1 |
| or2 | 1 |
| o22ai | 1 |
| nor4b | 1 |
| a21oi | 2 |
| nor3b | 1 |
| and2 | 1 |
| or2b | 2 |
| and3 | 2 |
| nand4b | 1 |
| and3b | 1 |
| o21bai | 2 |
| nor4 | 4 |
| nor3 | 3 |
| buf | 3 |
==> repair_timing <==
item                       in CTS  in global routing
resized                        12                  9
setup buffers                   2                  2
pin swaps                       5                  3
setup endpoints to repair      14                  7
==> power groups by stage <==
stage                 clock, mW  sequential (mW)  combinational (mW)
after CTS                     0                0              0.0618
after global routing          0                0              0.0700
final                         0                0              0.0648
==> cell families (layout without fill, tap and decap cells) <==
group,after synthesis,in the layout,synth area share
AOI/OAI and AO/OA,6,6,0.135
buffers and inverters,3,38,0.0942
other,1,1,0.0134
and+or+nand+nor,25,25,0.758
==> stage by stage <==
stage                     hold WS, ns  std cells  TNS [ns]  worst slack (ns)  cell area, sq um
after floorplan                 0.971         35         0             0.812               279
after global placement           1.90        112     -2.81            -0.291               633
after detailed placement         1.89        112     -2.89            -0.307               633
after CTS                        1.71        114         0           0.00465               644
after global routing             1.56        116         0           0.00704               671
final                            1.50        116         0            0.0677               671
No activity file was given, so power comes from the tool's default toggle rates.
