$ cat /design/flow/config.mk
export PLATFORM = sky130hd
export DESIGN_NAME = CU
export DESIGN_NICKNAME = CU
export VERILOG_FILES = /design/flow/design.v
export SDC_FILE = /design/flow/constraint.sdc
export NUM_CORES = 4
export LEC_CHECK = 1
export CORE_UTILIZATION = 40
$ cat /design/flow/constraint.sdc
current_design CU

set clk_period 7.8
set clk_io_pct 0.2

create_clock -name clk0 -period $clk_period [get_ports {clk}]

set non_clock_inputs [all_inputs -no_clocks]
set_input_delay [expr $clk_period * $clk_io_pct] -clock clk0 $non_clock_inputs
set_output_delay [expr $clk_period * $clk_io_pct] -clock clk0 [all_outputs]
$ cat /design/flow/design.v
`timescale 1ns / 1ps
module CU(
    input clk,
	 input reset,
    input [31:0] instr,
	 output [2:0] NPCType,
	 output [1:0] EXTType,
	 output [3:0] CMPType,
	 output GRFWE,
	 output DMWE,
	 output [1:0] RegDst,
	 output ALUSrc,
	 output [3:0] ALUOp,
	 output [1:0] WidthSel,
	 output LoadSign,
	 output [2:0] WhichToReg,
	 output reg MUXE_WhichToRegSel,
	 output reg [1:0] MUXM_WhichToRegSel,
	 output Stall,
	 output reg [1:0] D_MFA1Sel,
	 output reg [1:0] D_MFA2Sel,
	 output reg [1:0] E_MFA1Sel,
	 output reg [1:0] E_MFA2Sel,
	 output reg M_MFA2Sel
    );
	 wire [5:0] op, func;
	 wire [4:0] rs, rt, rd, shamt;
	 wire rtype;
	 wire addu, subu, ori, lw, sw, beq, lui, j, jal, jr, nop;
	 reg [2:0] D_NPCType;
	 reg [1:0] D_EXTType;
	 reg [3:0] D_CMPType;
	 reg D_GRFWE, E_GRFWE, M_GRFWE, W_GRFWE;
	 reg D_DMWE, E_DMWE, M_DMWE;
	 reg [1:0] D_RegDst;
	 reg D_ALUSrc, E_ALUSrc;
	 reg [3:0] D_ALUOp, E_ALUOp;
	 reg [1:0] D_WidthSel, E_WidthSel, M_WidthSel;
	 reg D_LoadSign, E_LoadSign, M_LoadSign;
	 reg [2:0] D_WhichToReg, E_WhichToReg, M_WhichToReg, W_WhichToReg;
	 wire Tuse_A1_0, Tuse_A1_1, Tuse_A2_0, Tuse_A2_1, Tuse_A2_2;
	 wire D_Type, E_Type, M_Type;
	 reg [1:0] E_Tnew, M_Tnew;
	 reg [4:0] D_A1, E_A1, M_A1, W_A1;
	 reg [4:0] D_A2, E_A2, M_A2, W_A2;
	 reg [4:0] D_A3, E_A3, M_A3, W_A3; 
	 wire Stall_A1_0_E1, Stall_A1_0_E2, Stall_A1_0_M1, Stall_A1_1_E2;
	 wire Stall_A2_0_E1, Stall_A2_0_E2, Stall_A2_0_M1, Stall_A2_1_E2;
	 assign op = instr[31:26];
	 assign rs = instr[25:21];
	 assign rt = instr[20:16];
	 assign rd = instr[15:11];
	 assign shamt = instr[10:6];
	 assign func = instr[5:0];
	 assign rtype = (op == 6'b000000) ? 1 : 0;
	 assign addu = (rtype && shamt == 5'b00000 && func == 6'b100001) ? 1 : 0;
	 assign subu = (rtype && shamt == 5'b00000 && func == 6'b100011) ? 1 : 0;
	 assign ori = (op == 6'b001101) ? 1 : 0;
	 assign lw = (op == 6'b100011) ? 1 : 0;
	 assign sw = (op == 6'b101011) ? 1 : 0;
	 assign beq = (op == 6'b000100) ? 1 : 0;
	 assign lui = (op == 6'b001111) ? 1 : 0;
	 assign j = (op == 6'b000010) ? 1 : 0;
	 assign jal = (op == 6'b000011) ? 1 : 0;
	 assign jr = (rtype && rt == 5'b00000 && rd == 5'b00000 && shamt == 5'b00000 && func == 6'b001000) ? 1 : 0;
	 assign nop = (rtype && func == 6'b000000) ? 1 : 0;
	 assign Tuse_A1_0 = (beq || jr) ? 1 : 0;
	 assign Tuse_A1_1 = (addu || subu || ori || lw || sw) ? 1 : 0;
	 assign Tuse_A2_0 = (beq) ? 1 : 0;
	 assign Tuse_A2_1 = (addu || subu) ? 1 : 0;
	 assign Tuse_A2_2 = (sw) ? 1 : 0;
	 assign D_Type = (lui || jr) ? 1 : 0;
	 assign E_Type = (addu || subu || ori) ? 1 : 0;
	 assign M_Type = (lw) ? 1 : 0;
	 initial begin
		MUXE_WhichToRegSel = 0;
		MUXM_WhichToRegSel = 0;
		D_MFA1Sel = 0;
		D_MFA2Sel = 0;
		E_MFA1Sel = 0;
		E_MFA2Sel = 0;
		M_MFA2Sel = 0;
		D_NPCType = 0;
		D_EXTType = 0;
		D_CMPType = 0;
		D_GRFWE = 0;
		E_GRFWE = 0;
		M_GRFWE = 0;
		W_GRFWE = 0;
		D_DMWE = 0;
		E_DMWE = 0;
		M_DMWE = 0;
		D_RegDst = 0;
		D_ALUSrc = 0;
		E_ALUSrc = 0;
		D_ALUOp = 0;
		E_ALUOp = 0;
		D_WidthSel = 0;
		E_WidthSel = 0;
		M_WidthSel = 0;
		D_LoadSign = 0;
		E_LoadSign = 0;
		M_LoadSign = 0;
		D_WhichToReg = 0;
		E_WhichToReg = 0;
		M_WhichToReg = 0;
		W_WhichToReg = 0;
		E_Tnew = 0;
		M_Tnew = 0;
		D_A1 = 0;
		E_A1 = 0;
		M_A1 = 0;
		W_A1 = 0;
		D_A2 = 0;
		E_A2 = 0;
		M_A2 = 0;
		W_A2 = 0;
		D_A3 = 0;
		E_A3 = 0;
		M_A3 = 0;
		W_A3 = 0;
	 end
	 always@(*) begin
		if (beq) begin
			D_NPCType = 4'b0001;
		end
		else if (j || jal) begin
			D_NPCType = 4'b0010;
		end
		else if (jr) begin
			D_NPCType = 4'b0011;
		end
		else begin
			D_NPCType = 4'b0000;
		end
	 end
	 always@(*) begin
		if (lw || sw || beq) begin
			D_EXTType = 2'b01;
		end
		else if (lui) begin
			D_EXTType = 2'b10;
		end
		else begin
			D_EXTType = 2'b00;
		end
	 end
	 always@(*) begin
		if (beq) begin
			D_CMPType = 4'b0000;
		end
		else begin
			D_CMPType = 4'b0000;
		end
	 end
	 always@(*) begin
		if (addu || subu || ori || lw || lui || jal) begin
			D_GRFWE = 1'b1;
		end
		else begin
			D_GRFWE = 1'b0;
		end
	 end
	 always@(*) begin
		if (sw) begin
			D_DMWE = 1'b1;
		end
		else begin
			D_DMWE = 1'b0;
		end
	 end
	 always@(*) begin
		if (ori || lw || lui) begin
			D_RegDst = 2'b01;
		end
		else if (jal) begin
			D_RegDst = 2'b10;
		end
		else begin
			D_RegDst = 2'b00;
		end
	 end
	 always@(*) begin
		if (ori || lw || sw) begin
			D_ALUSrc = 1'b1;
		end
		else begin
			D_ALUSrc = 1'b0;
		end
	 end
	 always@(*) begin
		if (addu || lw || sw) begin
			D_ALUOp = 4'b0000;
		end
		else if (subu) begin
			D_ALUOp = 4'b0001;
		end
		else if (ori) begin
			D_ALUOp = 4'b0011;
		end
	 end
	 always@(*) begin
		if (lw || sw) begin
			D_WidthSel = 2'b00;
		end
		else begin
			D_WidthSel = 2'b00;
		end
	 end
	 always@(*) begin
		if (lw || sw) begin
			D_LoadSign = 1'b0;
		end
		else begin
			D_LoadSign = 1'b0;
		end
	 end
	 always@(*) begin
		if (addu || subu || ori) begin
			D_WhichToReg = 3'b000;
		end
		else if (lw) begin
			D_WhichToReg = 3'b001;
		end
		else if (jal) begin
			D_WhichToReg = 3'b010;
		end
		else if (lui) begin
			D_WhichToReg = 3'b011;
		end
		else begin
			D_WhichToReg = 3'b000;
		end
	 end
	 always@(*) begin
		if (E_WhichToReg == 3'b010) begin
			MUXE_WhichToRegSel = 1'b0;
		end
		else if (E_WhichToReg == 3'b011) begin
			MUXE_WhichToRegSel = 1'b1;
		end
		else begin
			MUXE_WhichToRegSel = 2'b00;
		end
	 end
	 always@(*) begin
		if (M_WhichToReg == 3'b000) begin
			MUXM_WhichToRegSel = 2'b00;
		end
		else if (M_WhichToReg == 3'b010) begin
			MUXM_WhichToRegSel = 2'b01;
		end
		else if (M_WhichToReg == 3'b011) begin
			MUXM_WhichToRegSel = 2'b10;
		end
		else begin
			MUXM_WhichToRegSel = 2'b00;
		end
	 end
	 always@(posedge clk) begin
		if (reset || Stall) begin
			E_Tnew <= 2'b00;
		end
		else if (D_Type) begin
			E_Tnew <= 2'b00;
		end
		else if (E_Type) begin
			E_Tnew <= 2'b01;
		end
		else if (M_Type) begin
			E_Tnew <= 2'b10;
		end
	 end
	 always@(posedge clk) begin
		if (reset) begin
			M_Tnew <= 2'b00;
		end
		else begin
			if (E_Tnew > 0) begin
				M_Tnew <= E_Tnew - 1;
			end
			else begin
				M_Tnew <= E_Tnew;
			end
		end
	 end
	 assign Stall_A1_0_E1 = (Tuse_A1_0 && (E_Tnew == 2'b01) && (D_A1 == E_A3) && E_GRFWE && (D_A1 != 5'b00000)) ? 1 : 0;
	 assign Stall_A1_0_E2 = (Tuse_A1_0 && (E_Tnew == 2'b10) && (D_A1 == E_A3) && E_GRFWE && (D_A1 != 5'b00000)) ? 1 : 0;
	 assign Stall_A1_0_M1 = (Tuse_A1_0 && (M_Tnew == 2'b01) && (D_A1 == M_A3) && M_GRFWE && (D_A1 != 5'b00000)) ? 1 : 0;
	 assign Stall_A1_1_E2 = (Tuse_A1_1 && (E_Tnew == 2'b10) && (D_A1 == E_A3) && E_GRFWE && (D_A1 != 5'b00000)) ? 1 : 0;
	 assign Stall_A2_0_E1 = (Tuse_A2_0 && (E_Tnew == 2'b01) && (D_A2 == E_A3) && E_GRFWE && (D_A2 != 5'b00000)) ? 1 : 0;
	 assign Stall_A2_0_E2 = (Tuse_A2_0 && (E_Tnew == 2'b10) && (D_A2 == E_A3) && E_GRFWE && (D_A2 != 5'b00000)) ? 1 : 0;
	 assign Stall_A2_0_M1 = (Tuse_A2_0 && (M_Tnew == 2'b01) && (D_A2 == M_A3) && M_GRFWE && (D_A2 != 5'b00000)) ? 1 : 0;
	 assign Stall_A2_1_E2 = (Tuse_A2_1 && (E_Tnew == 2'b10) && (D_A2 == E_A3) && E_GRFWE && (D_A2 != 5'b00000)) ? 1 : 0;
	 assign Stall = (Stall_A1_0_E1 || Stall_A1_0_E2 || Stall_A1_0_M1 || Stall_A1_1_E2 || Stall_A2_0_E1 || Stall_A2_0_E2 || Stall_A2_0_M1 || Stall_A2_1_E2) ? 1 : 0;
	 always@(*) begin
		if ((D_A1 != 5'b00000) && (D_A1 == E_A3) && (E_Tnew == 2'b00) && E_GRFWE) begin
			D_MFA1Sel = 2'b11;
		end
		else if ((D_A1 != 5'b00000) && (D_A1 == M_A3) && (M_Tnew == 2'b00) && M_GRFWE) begin
			D_MFA1Sel = 2'b10;
		end
		else if ((D_A1 != 5'b00000) && (D_A1 == W_A3) && W_GRFWE) begin
			D_MFA1Sel = 2'b01;
		end
		else begin
			D_MFA1Sel = 2'b00;
		end
	 end
	 always@(*) begin
		if ((D_A2 != 5'b00000) && (D_A2 == E_A3) && (E_Tnew == 2'b00) && E_GRFWE) begin
			D_MFA2Sel = 2'b11;
		end
		else if ((D_A2 != 5'b00000) && (D_A2 == M_A3) && (M_Tnew == 2'b00) && M_GRFWE) begin
			D_MFA2Sel = 2'b10;
		end
		else if ((D_A2 != 5'b00000) && (D_A2 == M_A3) && W_GRFWE) begin
			D_MFA2Sel = 2'b01;
		end
		else begin
			D_MFA2Sel = 2'b00;
		end
	 end
	 always@(*) begin
		if ((E_A1 != 5'b00000) && (E_A1 == M_A3) && (M_Tnew == 2'b00) && M_GRFWE) begin
			E_MFA1Sel = 2'b10;
		end
		else if ((E_A1 != 5'b00000) && (E_A1 == W_A3) && W_GRFWE) begin
			E_MFA1Sel = 2'b01;
		end
		else begin
			E_MFA1Sel = 2'b00;
		end
	 end
	 always@(*) begin
		if ((E_A2 != 5'b00000) && (E_A2 == M_A3) && (M_Tnew == 2'b00) && M_GRFWE) begin
			E_MFA2Sel = 2'b10;
		end
		else if ((E_A2 != 5'b00000) && (E_A2 == W_A3) && W_GRFWE) begin
			E_MFA2Sel = 2'b01;
		end
		else begin
			E_MFA2Sel = 2'b00;
		end
	 end
	 always@(*) begin
		if ((M_A2 != 5'b00000) && (M_A2 == W_A3) && W_GRFWE) begin
			M_MFA2Sel = 1'b1;
		end
		else begin
			M_MFA2Sel = 1'b0;
		end
	 end
	 always@(*) begin
		D_A1 = instr[25:21];
		D_A2 = instr[20:16];
		if (D_RegDst == 2'b01) begin
			D_A3 = instr[20:16];
		end
		else if (D_RegDst == 2'b10) begin
			D_A3 = 5'b11111;
		end
		else begin
			D_A3 = instr[15:11];
		end
	 end
	always@(posedge clk) begin
		if (Stall || reset) begin
			E_GRFWE <= 1'b0;
			E_DMWE <= 1'b0;
			E_ALUOp <= 4'b0000;
			E_WidthSel <= 2'b00;
			E_LoadSign <= 1'b0;
			E_WhichToReg <= 3'b000;
			E_A1 <= 5'b00000;
			E_A2 <= 5'b00000;
			E_A3 <= 5'b00000;
		end
		else begin
			E_GRFWE <= D_GRFWE;
			E_DMWE <= D_DMWE;
			E_ALUOp <= D_ALUOp;
			E_ALUSrc <= D_ALUSrc;
			E_WidthSel <= D_WidthSel;
			E_LoadSign <= D_LoadSign;
			E_WhichToReg <= D_WhichToReg;
			E_A1 <= D_A1;
			E_A2 <= D_A2;
			E_A3 <= D_A3;
		end
	end
	always@(posedge clk) begin
		if (reset) begin
			M_GRFWE <= 1'b0;
			W_GRFWE <= 1'b0;
			M_DMWE <= 1'b0;
			M_WidthSel <= 2'b00;
			M_LoadSign <= 1'b0;
			M_WhichToReg <= 3'b000;
			W_WhichToReg <= 3'b000;
			M_A1 <= 5'b00000;
			W_A1 <= 5'b00000;
			M_A2 <= 5'b00000;
			W_A2 <= 5'b00000;
			M_A3 <= 5'b00000;
			W_A3 <= 5'b00000;
		end
		else begin
			M_GRFWE <= E_GRFWE;
			W_GRFWE <= M_GRFWE;
			M_DMWE <= E_DMWE;
			M_WidthSel <= E_WidthSel;
			M_LoadSign <= E_LoadSign;
			M_WhichToReg <= E_WhichToReg;
			W_WhichToReg <= M_WhichToReg;
			M_A1 <= E_A1;
			W_A1 <= M_A1;
			M_A2 <= E_A2;
			W_A2 <= M_A2;
			M_A3 <= E_A3;
			W_A3 <= M_A3;
		end
	end
	assign NPCType = D_NPCType;
	assign EXTType = D_EXTType;
	assign CMPType = D_CMPType;
	assign GRFWE = W_GRFWE;
	assign DMWE = M_DMWE;
	assign RegDst = D_RegDst;
	assign ALUSrc = E_ALUSrc;
	assign ALUOp = E_ALUOp;
	assign WidthSel = M_WidthSel;
	assign LoadSign = M_LoadSign;
	assign WhichToReg = W_WhichToReg;
endmodule
$ cat /design/flow/run.sh
#!/bin/bash
# OpenROAD 26Q1-2900-gdf79404cd8, Yosys 0.63+post, stock flow scripts
make -C /OpenROAD-flow-scripts/flow DESIGN_CONFIG=/design/flow/config.mk WORK_HOME=/design/flow/orfs finish
==> reports/qor.yml <==
clock_power_share_pct: 31.6
synthToLayoutAreaGrowth_pct: 25.8
hold_path.class: "flop to flop"
grt_max_degree: 27
cp-start-kind: "primary input"
core_area_um2: 6350
p_sw_share_pct: 25.2
cts-root-buf: "clkbuf_8"
warnings: 25
grt_pass1_vias: 1993
ys_ff: 50
dp_hpwl_mm: 4.64
crit_top_cell: "clkdlybuf4s50_1"
initCoreUtil_pct: 41.2
unclocked_pins: 2
yosys_cells: 299
flop_cell: "dfxtp_1"
worstMarginPinSlew_ns: 0.877
fp.dieH_um: 82.9
clock_skew_ns: 0.00395
clk_latency_ns: 0.30
post_cts_buffers: 0
critPathBufInv: 2
rows: 29
cts_buffers: 5
crit_path_max_incr_delay_ns: 0.54
ant_nets: 0
totalWireLength_mm: 6.07
chipArea_um2: 6870
fin_util_pct: 51.9
vias: 2113
syn_area_per_cell_um2: 8.76
path_cells: "clkdlybuf4s50_1 > nor4_2 > nand4_1 > nor2_1 > o32ai_4 > nand3_1 > clkdlybuf4s50_1"
combPwrFrac_pct: 14.5
overflow: 0
fmax_mhz: 182
cp-end-kind: "output port"
leakage_uw: 0.00121
relSlewSlack_pct: 41.0
critical_path.top_delay_family: "simple AND/OR/NAND/NOR gates"
htree_levels: 2
grt.total_usage_pct: 18.2
finalHoldViolCount: 0
untimed_endpoints: 2
post_drt_wl_per_cell_um: 14.3
fin_ws_ns: 2.31
port-buffer-count: 59
fillers: 569
crit_type: "primary input to output port"
die_width_um: 82.9
dr.pass1.iters: 4
ir_worst_vdd_uv: 75.4
syn_inst: 299
drt-vias-per-instance: 4.97
power_frac_seq_pct: 53.9
crit_slowest_cell: "clkdlybuf4s50_1"
whs_ns: 0.446
drv_cap: 0
finalCritPeriodShare_pct: 70.4
path_clk_slew_ns: 0.09
ys_area_um2: 2620
outcome: "complete, no violations"
synth-edff-count: 1
yosys_warnings: 1
syn_area_um2: 2620
final.min_clock_period_ns: 5.49
io_pins: 71
antenna_found_initial: 0
gp_congestion: 0.884
required_ns: 6.24
antenna_cells: 0
drc: 0
final_cell_mix: "59 x clkdlybuf4s50_1, 47 x dfxtp_1, 37 x xnor2_1"
ys_async_sr_fraction_pct: 0
clock_path_buffers: 2
drt_iter0_drc: 54
drive_gt1_share_pct: 5.17
slew_violations: 0
pre_cts_slack_ns: 2.31
grt_pass1_wl_mm: 9.90
crit_fanout: 9
tns_ns: 0
synth_cell_types: 46
critical_path_arrival_ns: 3.93
power_per_cell_area_nw_per_um2: 150
rsz0062_at_grt: "no"
cts_resized: 0
layout_top_cell: "clkdlybuf4s50_1"
p_int_uw: 369
ctsHoldBuffers: 0
setup_viol: 0
tritoncts: "done"
power.switching_uw: 124
-- cell families (layout without fill, tap and decap cells) --
| family | Yosys count | count (layout) | share of synthesized area [%] |
|---|---|---|---|
| and+or+nand+nor | 140 | 140 | 31.4 |
| other | 1 | 11 | 0.143 |
| DFF | 48 | 48 | 37.1 |
| xor gates and xnor gates | 49 | 49 | 16.4 |
| buffers and inverters | 33 | 72 | 6.59 |
| latches | 2 | 2 | 1.15 |
| AOI/OAI and AO/OA | 26 | 26 | 7.21 |
-- metal layers --
layer	routed length, µm	GRT usage [%]	vias up
li1	-	-	1093
met1	2930	27.4	942
met2	2680	28.2	70
met3	358	3.53	8
met4	102	3.29	0
met5	0	0	-
-- cell type report --
type,instances,area (µm²),area share (%)
sequential,50,1000,30.4
clock buffer,6,82.6,2.51
inverter,3,11.3,0.342
clock inverter,2,13.8,0.418
tap,77,96.3,2.93
timing repair buffer,61,606,18.4
multi-input combinational,226,1480,45.0
-- sequential cells by signal, summed over array words and instances (netlist names) --
register      cells
D_ALUOp           2
E_A1              5
E_A2              5
E_A3              5
E_ALUOp           2
E_ALUSrc          1
E_DMWE            1
E_GRFWE           1
E_Tnew            2
E_WhichToReg      2
M_A2              5
M_A3              5
M_DMWE            1
M_GRFWE           1
M_Tnew            2
M_WhichToReg      2
W_A3              5
W_GRFWE           1
W_WhichToReg      2
-- path summary, 6_finish.rpt --
kind / start / to / slack (ns) / depth (start not counted)
worst max-delay path: instr[28] / Stall / 2.31 / 7
worst min-delay path: E_DMWE / M_DMWE / 0.45 / 1
worst min register to register: E_DMWE / M_DMWE / 0.45 / 1
worst max register to register: M_A3[1] / E_A2[3] / 5.61 / 7
-- cells in the mapped netlist, types with 2 or more instances --
cell type  number  area share (%)
dfxtp_1        47              36
xnor2_1        37              12
nor2_1         29             4.2
nor2b_1        25             6.0
clkbuf_1       17             2.4
and2_1         15             3.6
nor4_1         12             2.9
xor2_1         12             4.0
buf_4          11             3.2
nand4_1        11             2.6
nand2_1        10             1.4
a21oi_1         9             1.7
nor3_1          6             1.1
a31oi_1         4            0.96
nand3_1         4            0.76
nor3b_1         4             1.1
or4_1           4             1.1
a211oi_1        3            0.86
and3_1          3            0.72
nor4b_1         3             1.0
and3b_1         2            0.67
and4b_1         2            0.76
dlxtn_1         2             1.1
inv_1           2            0.29
nand2b_1        2            0.48
o21ai_0         2            0.38
or2_2           2            0.48
-- metrics by stage --
| step | std cells | total power [µW] | instance area (µm²) |
|---|---|---|---|
| after CTS | 425 | 497 | 3290 |
| after global routing | 425 | 516 | 3290 |
| after detailed placement | 417 | 343 | 3200 |
| after global placement | 417 | 343 | 3200 |
| after floorplan | 309 | 314 | 2660 |
| final | 425 | 493 | 3290 |
-- power by group through the flow --
stage / sequential (µW) / combinational (µW) / clock (µW)
final: 266 / 71.6 / 156
after global routing: 268 / 79.3 / 169
after CTS: 266 / 71.9 / 159
-- worst reg2reg max path: stages, from the launching register on --
cell	delay (ns)
dfxtp_1	0.51
xnor2_1	0.17
nand4_1	0.14
nor4b_1	0.59
o32ai_4	0.19
nand3_4	0.17
inv_2	0.13
and2_1	0.19
No activity file was given, so power comes from the tool's default toggle rates.
