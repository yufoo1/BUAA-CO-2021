### design/flow/config.mk
export PLATFORM = sky130hd
export DESIGN_NAME = CP0
export DESIGN_NICKNAME = CP0
export VERILOG_FILES = /design/flow/design.v
export SDC_FILE = /design/flow/constraint.sdc
export NUM_CORES = 4
export LEC_CHECK = 1
export CORE_UTILIZATION = 40
### design/flow/constraint.sdc
current_design CP0

set clk_period 12.9
set clk_io_pct 0.2

create_clock -name clk0 -period $clk_period [get_ports {clk}]

set non_clock_inputs [all_inputs -no_clocks]
set_input_delay [expr $clk_period * $clk_io_pct] -clock clk0 $non_clock_inputs
set_output_delay [expr $clk_period * $clk_io_pct] -clock clk0 [all_outputs]
### design/flow/design.v
`timescale 1ns / 1ps
	module CP0(
	 input clk,
    input reset,
    input WE,
	 input [4:0] A,
    input [31:0] DIn,
    input [31:0] PC,
    input [6:2] ExcCodeIn,
	 input BDIn,
    input [5:0] HWInt,
    input EXLClr,
    output Req,
    output reg [31:0] EPC,
    output reg [31:0] DOut,
	 output TBReq
    );
	 reg [31:0] SR, Cause, PRId;
	 wire IntReq, ExcReq;
	 assign IntReq = (|(HWInt & SR[15:10])) & SR[0] & !SR[1];
	 assign ExcReq = (|ExcCodeIn) & !SR[1];
	 assign Req = IntReq | ExcReq;
	 assign TBReq = HWInt[2] & SR[12] & SR[0] & !SR[1];
	 initial begin
			SR = 0;
			Cause = 0;
			EPC = 0;
			PRId = "PRId";
	 end
	 always@(posedge clk) begin
		if (reset == 1'b0) begin
			Cause[15:10] <= HWInt;
		end
		if (reset == 1'b1) begin
			SR <= 0;
			Cause <= 0;
			EPC <= 0;
			PRId <= "PRId";
		end
		else if (Req) begin
			Cause[6:2] <= (IntReq == 1'b1) ? 5'b00000 : ExcCodeIn;
			SR[1] <= 1'b1;
			Cause[31] <= BDIn;
			EPC <= (BDIn == 1'b1) ? PC - 4 : PC;
		end
		else if (WE) begin
			case(A)
				12: begin
					SR[15:10] <= DIn[15:10];
					SR[1] <= DIn[1];
					SR[0] <= DIn[0];
				end
				14: begin
					EPC <= DIn;
				end
			endcase
		end
		else if (EXLClr) begin
			SR[1] <= 1'b0;
		end
		else begin
		end
	 end
	 always@(*) begin
		case(A)
			12: begin
				DOut = SR;
			end
			13: begin
				DOut = Cause;
			end
			14: begin
				DOut = EPC;
			end
			15: begin
				DOut = PRId;
			end
			default: begin
				DOut = 32'h00000000;
			end
		endcase
	 end
endmodule
### design/flow/run.sh
#!/bin/bash
# OpenROAD 26Q1-2900-gdf79404cd8, Yosys 0.63+post, stock flow scripts
make -C /OpenROAD-flow-scripts/flow DESIGN_CONFIG=/design/flow/config.mk WORK_HOME=/design/flow/orfs finish
==> results.toml <==
# synthesis and place-and-route metrics
[worst_setup_path]
path_cells = "clkdlybuf4s50_1 -> and3b_1 -> and2_1 -> a22oi_1 -> o21ai_0 -> clkdlybuf4s50_1"
crit_required_ns = 10.32
worst-r2r-cell-count = 4
crit_family = "simple AND/OR/NAND/NOR gates"
critPathBufInv = 2
cp.arrival_ns = 4.84
endpoint_kind = "primary output"
slowest_stage = "and3b_1"
crit_top_cell = "clkdlybuf4s50_1"
crit_type = "input port to primary output"
r2r_start = "SR[11]"
max_stage_delay_ns = 0.52
r2r_end = "EPC[25]"
cp_max_fo = 12
rrSetupSlack_ns = 10.94
cp-start-kind = "input port"
worst-path-stages = 6

[global_route]
antenna_found_initial = 0
grt_pass1_wl_um = 20600
grt_use_total_pct = 28.0
grt_max_degree = 49
grt_pass1_vias = 3617
grt.overflow.total = 0

[sta]
final.setup.tns_ns = 0
whs_ns = 0.494
min_period_ns = 7.42
maxSlewViolCount = 0
finalHoldViolCount = 0
tightest_slew_ns = 0.851
rsz0062_at_grt = "false"
post-route-period-util_pct = 57.5
clock_skew_ns = 0.00745
finalSetupViolations = 0
fmax_ghz = 0.135
relSlewSlack_pct = 42.5

[final_layout]
layout.cells.most_common_list = "clkdlybuf4s50_1, dfxtp_1, o31ai_1"
drive_gt1_share_pct = 5.38
mi_logic_area_um2 = 2340
lay_top_count = "clkdlybuf4s50_1"
finalNonFillerCells = 666
nFillCells = 794
seqCellArea_um2 = 1040
area_growth_pct = 45.9

[detailed_routing]
viasPerCell = 6.01
vias = 4005
avgRoutedWirePerCell_um = 19.8
drtAntennaViolNets = 0
route.detailed.drc = 0
first_pass_iters = 5
drt-initial-drc-count = 316
route.final.wire_length_um = 13200
antenna_cells = 0

[clock_tree]
cts_root_buffer = "clkbuf_8"
cts_setup_buffers = 0
clock-sinks = 52
postCtsResizedCells = 0
cts_tree = "yes"
cts_htree_levels = 2
cts_made_buffers = 5
hold_buffers = 0
clockBufferDepth = 2
cts.reportedPaths.clkPinSlew_ns = 0.09
worstSkewPairLatency_ns = 0.31

[min_path]
min_from = "SR[10]"
worstHoldPathCells = 2
hp-class = "flop to flop"
hold_path_end = "SR[10]"

[floorplan]
initCoreUtil_pct = 41.3
die_x_um = 96.6
core_area_um2 = 8680
rows = 34
die_area_um2 = 9330
dieHeight_um = 96.6
io_pins = 151

[synthesis]
syn_inst = 437
ys_cells = 437
ys_ff = 52
yosys_area_um2 = 3580
synth_area_um2 = 3580
yosysUniqueCellTypes = 57
synth-async-reset-ratio_pct = 0
yosys_warnings = 1
flop_cell = "dfxtp_1"
area_leaders = "dfxtp_1, o31ai_1, mux2i_1"
synth_top_area_share_pct = 29.1
syn_area_per_cell_um2 = 8.19
synth-edff-count = 0
ys_seq_share_pct = 29.1
largest_area_cell = "dfxtp_1"

[place]
dp_cells = 660
io_buffers = 150
dp_hpwl_um = 9550
gp_congestion = 0.888

[power]
ir_drop_mv = 0.0455
power_leakage_nw = 1.70
powerDensity_nw_per_um2 = 77.7

[run]
maxCapViolations = 0
tool_warnings = 26

[status]
status = "completed"
[worst register-to-register path: stages (launching register included)]
cell	delay, ns
dfxtp_1	0.34
a22oi_1	0.24
a31o_2	0.77
a41o_1	0.36
a31oi_1	0.10
[power by group]
group	internal, mW	switching [mW]
Combinational	0.0634	0.0493
Sequential	0.173	0.0113
Clock	0.0558	0.0537
[metrics by stage]
stage	cell area (um2)	utilization (%)	power, mW	worst slack (ns)
6_report	5230	60.2	0.406	5.48
2_1_floorplan	3580	-	0.228	6.45
3_5_place_dp	5130	59.1	0.299	5.50
5_1_grt	5230	60.2	0.424	5.28
4_1_cts	5230	60.2	0.406	5.50
3_3_place_gp	5130	59.1	0.299	5.55
[cells by family (layout without fill, tap and decap cells)]
logic type | Yosys count | after routing | share of synthesized area, %
compound gates | 160 | 160 | 32.1
xor+xnor | 6 | 6 | 1.47
fa+ha+maj | 1 | 1 | 0.349
buf+inv | 52 | 173 | 6.08
flops | 52 | 52 | 29.1
mux | 20 | 20 | 5.59
simple gates | 146 | 146 | 25.4
[Yosys cell counts (3+ instances only)]
cell and instances:
and3_1 12, inv_1 4, nand3_1 12, a31oi_1 16
a22oi_1 9, a2111oi_0 4, nand4_1 26, mux2i_1 20
nor4_1 11, buf_2 3, buf_4 3, o21ai_0 22
nand2b_1 4, nor2b_1 8, or2_2 3, o31ai_1 32
a21oi_1 16, nor2_1 18, or3_1 5, a211oi_1 25
o31a_1 9, or4_1 15, a41o_1 14, nand2_1 7
clkbuf_1 39, nand4b_1 3, nor3_1 6, xor2_1 4
dfxtp_1 52
[flip-flops by register name, indices dropped and copies added, names as in the netlist]
signal / count
Cause: 12
EPC: 32
SR: 8
[routing by layer]
layer	GRT usage, %	share of wire [%]
met1	47.3	49
met5	0	0
met2	38.9	43
met3	5.74	7.0
met4	1.49	0.61
[layout make-up]
class / count / area share, %
clock buffer: 5 / 1.32
clock inverter: 1 / 0.575
inverter: 5 / 0.359
multi-input combinational: 333 / 44.8
sequential: 52 / 19.9
tap: 108 / 2.59
timing repair buffer: 162 / 30.5
[how the worst max path moves through the flow]
| stage | startpoint | to |
|---|---|---|
| CTS | A[4] | DOut[10] |
| finish | A[4] | DOut[10] |
| global route | A[4] | DOut[10] |
Power figures rest on the tool's default switching activity, not on a simulated workload.
