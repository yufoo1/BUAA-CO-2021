$ cat design/flow/config.mk
export PLATFORM = sky130hd
export DESIGN_NAME = LE
export DESIGN_NICKNAME = LE
export VERILOG_FILES = /design/flow/design.v
export SDC_FILE = /design/flow/constraint.sdc
export NUM_CORES = 4
export LEC_CHECK = 1
export CORE_AREA = 10 10 82 82
export DIE_AREA = 0 0 92 92
$ cat design/flow/constraint.sdc
current_design LE

set clk_period 4.6
set clk_io_pct 0.2

create_clock -name clk0 -period $clk_period

set non_clock_inputs [all_inputs -no_clocks]
set_input_delay [expr $clk_period * $clk_io_pct] -clock clk0 $non_clock_inputs
set_output_delay [expr $clk_period * $clk_io_pct] -clock clk0 [all_outputs]
$ cat design/flow/design.v
`timescale 1ns / 1ps
module LE(
    input [31:0] A,
    input [31:0] M_ALU_O,
    input [3:0] LEType,
    output reg [31:0] O
    );
	 initial begin
		O = 32'h00000000;
	 end
	 always@(*) begin
		if (LEType == 4'b0000) begin
			O = A;
		end
		else if (LEType == 4'b0001) begin
			if (M_ALU_O[1:0] == 2'b00) begin
				O = {{24{A[7]}}, A[7:0]};
			end
			else if (M_ALU_O[1:0] == 2'b01) begin
				O = {{24{A[15]}}, A[15:8]};
			end
			else if (M_ALU_O[1:0] == 2'b10) begin
				O = {{24{A[23]}}, A[23:16]};
			end
			else begin
				O = {{24{A[31]}}, A[31:24]};
			end
		end
		else if (LEType == 4'b0010) begin
			if (M_ALU_O[1:0] == 2'b00) begin
				O = {24'h000000, A[7:0]};
			end
			else if (M_ALU_O[1:0] == 2'b01) begin
				O = {24'h000000, A[15:8]};
			end
			else if (M_ALU_O[1:0] == 2'b10) begin
				O = {24'h000000, A[23:16]};
			end
			else begin
				O = {24'h000000, A[31:24]};
			end
		end
		else if (LEType == 4'b0011) begin
			if (M_ALU_O[1] == 1'b0) begin
				O = {{16{A[15]}}, A[15:0]};
			end
			else begin
				O = {{16{A[31]}}, A[31:16]};
			end
		end
		else if (LEType == 4'b0100) begin
			if (M_ALU_O[1] == 1'b0) begin
				O = {16'h0000, A[15:0]};
			end
			else begin
				O = {16'h0000, A[31:16]};
			end
		end
		else begin
			O = 32'h00000000;
		end
	 end
endmodule
$ cat design/flow/run.sh
#!/bin/bash
# OpenROAD 26Q1-2900-gdf79404cd8, Yosys 0.63+post, stock flow scripts
make -C /OpenROAD-flow-scripts/flow DESIGN_CONFIG=/design/flow/config.mk WORK_HOME=/design/flow/orfs finish
==> writeup.txt <==
The flow ran to the end, and the final reports show no timing, DRC or antenna violations. The tools report the warning count from the yosys run as 1. The run gives 84.0 mW/mm² for the power per standard cell area.

The total count of hold-check failures in the final report was 0; the portion of synthesized cell area occupied by the leading cell type was 20.1%. For this run, the number of standard cells in the final layout without fillers is 244. Before any placement, the netlist area is recorded as 915 µm². For reference, the final report shows the max-slew violation count at 0. After detailed routing, the number of remaining DRC violations is 0. The placed instance count was 244; the data required time of the worst path was 3.68 ns. Warnings raised by the tools during the run amount to 62. The final timing report derives a shortest allowable period of 3.97 ns. The run gives 33 as the maximum number of pins on one net before global-route repair. Synthesis instantiated 25 different standard cells from the library. The first detailed-routing pass took 4 iterations. The via count of the first global-routing pass came out at 1227. The flow measured a signed area growth from synthesis to layout of 84.7%.

The run gives 0 as the number of hold buffers added after CTS. Detailed placement finished with a half-perimeter wire length of 3200 µm. Looking at the post-CTS report, the setup buffer insertion count equals 0.

The horizontal die dimension reported for this design is 92 µm. Per the layout report, the design carries 0 clock buffers. The run gives 52 as the number of DRC markers after the initial detailed-route iteration. The worst hold path belongs to the class input port to primary output. Global routing used 9.26% of the available tracks across all layers. Yosys stat counts 110 cells in the synthesized netlist. The run gives 0 as the remaining global-route overflow.

The endpoint with the worst hold slack is O[31]. Number of antenna violations at the first check in global routing: 0. The tools report the critical path startpoint category as an input port. The run gives 1150 for the via count of the routed design.

For this design the top-level I/O count stands at 100. The run gives 0.00507 mm² as the core outline area. The routed design shows a wire length per standard cell of 16.8 µm.

The placement report lists the number of port buffers as 70. Sorting the synthesized cells by how often they occur yields nand2_1, o21ai_0, mux2_2. Measured along the y axis, the die boundary spans 92 µm. Adding up every negative setup slack in the final design gives 0 ns. The run gives 0.613 nW as the leakage power. The worst setup path is of the input port to primary output kind. For the number of fill cells in the layout, the log shows 536. The first global-routing pass estimated 6560 µm of wire.

After layout, the worst path uses 86.4% of the clock period. The number of diodes added for antenna fixing was 0. The most repeated cell in the gate-level netlist after synthesis was nand2_1. The worst setup path is captured at a primary output. Along the worst path, the maximum fanout reaches 8. The report counts max-capacitance violations totalling 0. The worst hold path was traced through 4 stages. The floorplan step records an initial core utilization of 18.0%. The cell type that accounts for the most area after synthesis is mux4_1. The vias per cell came out at 4.71. The worst-case IR drop observed on VDD is 0.0373 mV. The endpoint arrival time on the critical path was 3.05 ns. Total wire length: 4090 µm.

Ranked by total cell area, the synthesized netlist is headed by mux4_1, mux2_2, nand2_1. Final number of setup-violating endpoints: 0. The run gives 252 MHz as the maximum achievable frequency. The number of nets with antenna violations after routing is 0, and the synthesized area per cell is 8.31 µm². The transition time of the tightest slew-check pin is 0.520 ns. There are 0 flip-flops and latches. Floorplan die area: 0.00846 mm².

The ratio of cells with drive above 1 in the final layout was 14.9%; the count of cells resized by post-cts repair was 0. The launch point of the worst min-delay path is recorded as A[31]. The global placer's final weighted congestion was 0.794; the area of the synthesized netlist per yosys stat was 915 µm².

According to the floorplan log, the row count is 26. Headroom to the max-slew limit came out at 64.6%. The share of the Yosys chip area taken by registers is 0%.

The sequential cells in the finished layout cover a total of 0 µm². Per the post-synthesis report, the number of cells in the design is 110. Setup repair after global routing left no endpoint under its margin.
-- per-stage QoR --
| step | cell area [µm²] | hold slack, ns | utilization [%] | power (W) | setup WS, ns |
|---|---|---|---|---|---|
| 3_5_place_dp | 1690 | 2.81 | 33.3 | 0.000143 | 0.607 |
| 4_1_cts | 1690 | 2.83 | 33.3 | 0.000144 | 0.594 |
| 6_report | 1690 | 2.82 | 33.3 | 0.000142 | 0.628 |
| 5_1_grt | 1690 | 2.89 | 33.3 | 0.000155 | 0.487 |
| 3_3_place_gp | 1690 | 2.83 | 33.3 | 0.000143 | 0.592 |
| 2_1_floorplan | 915 | 1.89 | - | 0.0000573 | 1.70 |
-- worst max path at each step --
stage,from,to,slack (ns)
after CTS,LEType[0],O[8],0.59
after global routing,LEType[1],O[6],0.49
final,LEType[0],O[8],0.63
-- worst max-delay path, cell delays in order --
cell and delay, ns:
clkdlybuf4s50_1 0.62, or3b_1 0.43, nor3b_4 0.41, a221o_2 0.18, clkdlybuf4s50_1 0.48
-- cell usage in the layout (no fill, tap or decap), types with 2 or more instances in the layout --
master           count
a221o_2              6
buf_4                6
o21ai_0             16
nor2_1               2
o221ai_1             7
nand2_1             23
mux4_1               7
mux2_2               9
mux2i_1              7
a221o_1              3
clkdlybuf4s50_1     70
inv_1                7
-- area by class of cell --
type,instances,area (µm²),area share [%]
inverter,7,26.3,1.56
timing repair buffer,76,746,44.1
multi-input combinational,91,830,49.1
tap,70,87.6,5.19
-- layer usage --
layer  part of all wire [%]  GRT usage, %  wire [µm]
met5                      0             0          0
met4                      0             0          0
met3                    8.1          3.05        330
met2                     46          14.9       1900
met1                     46          12.6       1860
-- cell families after synthesis --
kind of cell	Yosys count	synth area share, %
compound gates	34	27.8
simple gates	31	17.2
mux	25	43.8
buf+inv	19	10.3
xor+xnor	1	0.958
-- power by group --
| part | switching, W | internal (W) | leakage [nW] |
|---|---|---|---|
| logic | 0.0000505 | 0.0000913 | 0.613 |
| clock network | 0 | 0 | 0 |
| registers | 0 | 0 | 0 |
| total | 0.0000505 | 0.0000913 | 0.613 |
Power and IR drop assume default switching activity.
