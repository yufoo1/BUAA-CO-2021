==> run.sh <==
#!/bin/bash
# OpenROAD 26Q1-2900-gdf79404cd8, Yosys 0.63+post, stock flow scripts
make -C /OpenROAD-flow-scripts/flow DESIGN_CONFIG=/design/flow/config.mk WORK_HOME=/design/flow/orfs finish
==> config.mk <==
export PLATFORM = sky130hd
export DESIGN_NAME = DigitalTube
export DESIGN_NICKNAME = DigitalTube
export VERILOG_FILES = /design/flow/design.v
export SDC_FILE = /design/flow/constraint.sdc
export NUM_CORES = 4
export LEC_CHECK = 1
export CORE_UTILIZATION = 50
==> constraint.sdc <==
current_design DigitalTube

set clk_period 4.9
set clk_io_pct 0.2

create_clock -name clk0 -period $clk_period [get_ports {clk}]

set non_clock_inputs [all_inputs -no_clocks]
set_input_delay [expr $clk_period * $clk_io_pct] -clock clk0 $non_clock_inputs
set_output_delay [expr $clk_period * $clk_io_pct] -clock clk0 [all_outputs]
==> design.v <==
`timescale 1ns / 1ps
module DigitalTube(
    input clk,
    input reset,
    input [31:0] Addr,
    input WE,
    input [3:0] byteen,
    input [31:0] WD,
    output reg [7:0] digital_tube0,
    output reg [7:0] digital_tube1,
    output [7:0] digital_tube2,
    output reg [3:0] digital_tube_sel0,
    output reg [3:0] digital_tube_sel1,
    output digital_tube_sel2,
	 output [31:0] O
    );
	 reg [31:0] num, sign, cnt;
	 reg [3:0] tube0, tube1;
	 reg [1:0] pos;
	 assign O = (Addr[2] == 1'b1) ? num : sign;
	 always@(posedge clk) begin
		if (reset) begin
			sign <= 32'b0;
			num <= 32'b0;
			tube0 <= 4'b0;
			tube1 <= 4'b0;
			digital_tube_sel0 <= 4'b0;
			digital_tube_sel1 <= 4'b0;
			cnt <= 32'b0;
			pos <= 2'b0;
		end
		else begin
			if (WE) begin
				case(Addr[2])
					1'b1: begin
						if (byteen[0]) num[7:0] <= WD[7:0];
						if (byteen[1]) num[15:8] <= WD[15:8];
						if (byteen[2]) num[23:16] <= WD[23:16];
						if (byteen[3]) num[31:24] <= WD[31:24];
					end
					1'b0: begin
						if (byteen[0]) sign[7:0] <= WD[7:0];
						if (byteen[1]) sign[15:8] <= WD[15:8];
						if (byteen[2]) sign[23:16] <= WD[23:16];
						if (byteen[3]) sign[31:24] <= WD[31:24];
					end
				endcase
			end
			else begin
			end
			cnt <= cnt + 1;
			if (cnt == 32'd500000) begin
				cnt <= 32'd0;
				digital_tube_sel0[pos - 2'b01] <= 1'b0;
				digital_tube_sel0[pos] <= 1'b1;
				case(pos)
					2'b00: tube1 <= num[19:16];
					2'b01: tube1 <= num[23:20];
					2'b10: tube1 <= num[27:24];
					2'b11: tube1 <= num[31:28];
				endcase
				digital_tube_sel1[pos - 2'b01] <= 1'b0;
				digital_tube_sel1[pos] <= 1'b1;
				case(pos)
					2'b00: tube0 <= num[3:0];
					2'b01: tube0 <= num[7:4];
					2'b10: tube0 <= num[11:8];
					2'b11: tube0 <= num[15:12];
				endcase
				pos <= pos + 1;
			end
			else begin
			end
		end
	 end
	 assign digital_tube_sel2 = 1'b1;
	 assign digital_tube2 = 8'b11111111;
	 always@(*) begin
		case(tube1)
			4'd0:  digital_tube1 = 8'b10000001;
			4'd1:  digital_tube1 = 8'b11001111;
			4'd2:  digital_tube1 = 8'b10010010;
			4'd3:  digital_tube1 = 8'b10000110;
			4'd4:  digital_tube1 = 8'b11001100;
			4'd5:  digital_tube1 = 8'b10100100;
			4'd6:  digital_tube1 = 8'b10100000;
			4'd7:  digital_tube1 = 8'b10001111;
			4'd8:  digital_tube1 = 8'b10000000;
			4'd9:  digital_tube1 = 8'b10000100;
			4'd10: digital_tube1 = 8'b10001000;
			4'd11: digital_tube1 = 8'b11100000;
			4'd12: digital_tube1 = 8'b10110001;
			4'd13: digital_tube1 = 8'b11000010;
			4'd14: digital_tube1 = 8'b10110000;
			4'd15: digital_tube1 = 8'b10111000;
			default: digital_tube1 = 8'b11111111;
		endcase
	 end
	 always@(*) begin
		case(tube0)
			4'd0:  digital_tube0 = 8'b10000001;
			4'd1:  digital_tube0 = 8'b11001111;
			4'd2:  digital_tube0 = 8'b10010010;
			4'd3:  digital_tube0 = 8'b10000110;
			4'd4:  digital_tube0 = 8'b11001100;
			4'd5:  digital_tube0 = 8'b10100100;
			4'd6:  digital_tube0 = 8'b10100000;
			4'd7:  digital_tube0 = 8'b10001111;
			4'd8:  digital_tube0 = 8'b10000000;
			4'd9:  digital_tube0 = 8'b10000100;
			4'd10: digital_tube0 = 8'b10001000;
			4'd11: digital_tube0 = 8'b11100000;
			4'd12: digital_tube0 = 8'b10110001;
			4'd13: digital_tube0 = 8'b11000010;
			4'd14: digital_tube0 = 8'b10110000;
			4'd15: digital_tube0 = 8'b10111000;
			default: digital_tube0 = 8'b11111111;
		endcase
	 end
endmodule
==> results.py <==
# Generated from Yosys and OpenROAD reports
metrics = {
    "worst_setup_path": {
        "critical_path.startpoint_type": "input pin",
        "critical_path.n_buffers_inverters": 3,
        "path_class": "input pin to output pin",
        "cpPeakStageDelay_ns": 0.45,
        "timing.critical_path.slowest_stage_cell": "sky130_fd_sc_hd__clkdlybuf4s50_1",
        "cp.required_ns": 3.92,
        "timing.critical_path.max_delay_family": "buffers and inverters",
        "path_cells": "clkdlybuf4s50_1, buf_4, mux2_2, clkdlybuf4s50_1",
        "timing.critical_path.arrival_ns": 2.74,
        "crit_top_cell": "sky130_fd_sc_hd__clkdlybuf4s50_1",
        "worstPathMaxFanout": 37,
        "worst_setup_path_end_kind": "output pin",
    },
    "drt": {
        "route.vias.total": 4677,
        "detail_route.vias_per_cell": 5.28,
        "routed_wl_um": 12800,
        "drt_first_pass_iters": 4,
        "detail_route.wl_per_cell_um": 14.5,
        "drt_iter0_markers": 243,
        "ant_nets": 0,
        "drc": 0,
        "total_inserted_antenna_cells": 0,
    },
    "synthesis": {
        "simple_gate_area_frac": 0.184,
        "synth.cellmix.xorXnorShare": 0.0474,
        "ys_area_um2": 5920,
        "enable_flop_cells": 0,
        "yosys-stat-cells": 652,
        "synthMostInstantiatedCell": "sky130_fd_sc_hd__dfxtp_1",
        "top_cell_area_share": 0.426,
        "synth_flops": 126,
        "yosysWarningCount": 1,
        "synth_top_cell_by_area": "sky130_fd_sc_hd__dfxtp_1",
        "area_leaders": "sky130_fd_sc_hd__dfxtp_1, sky130_fd_sc_hd__mux2i_1, sky130_fd_sc_hd__mux2_2",
        "synth.cells.most_frequent": "sky130_fd_sc_hd__dfxtp_1, sky130_fd_sc_hd__nor2_1, sky130_fd_sc_hd__nand2_1, sky130_fd_sc_hd__mux2i_1, sky130_fd_sc_hd__nand3_1",
        "synthesis.area_um2": 5920,
        "ys_dominant_reg_cell": "sky130_fd_sc_hd__dfxtp_1",
        "muxShareOfSynthArea": 0.161,
        "async_reset_ff_frac": 0,
        "yosys.cell_types.count": 43,
        "synth-compound-area-share": 0.0766,
        "logic_family": "simple AND/OR/NAND/NOR gates",
        "yosysSeqAreaShare": 0.426,
        "synthCells": 652,
        "fa_ha_area_frac": 0.0444,
        "syn_area_per_cell_um2": 9.07,
    },
    "clock_network": {
        "cts_inserted_buffers": 17,
        "cts.hold.buffers_added": 0,
        "post_cts_resized": 0,
        "postCtsSetupBuffers": 0,
        "cts_max_path_bufs": 2,
        "cts_tree": "built",
        "tritoncts_num_sinks": 126,
        "worst_skew_pair.late_latency_ns": 0.41,
        "clk_root_buffer_cell": "sky130_fd_sc_hd__clkbuf_16",
        "clk_transition_reported_paths_ns": 0.05,
        "cts.htree.levels": 4,
    },
    "placed_design": {
        "dpl-instance-area_um2": 6890,
        "half_perimeter_wire_length_after_detailed_placement_um": 8630,
        "placer_congestion": 0.822,
        "numPortBuffers": 93,
        "dpl_worst_slack_ns": 1.18,
    },
    "floorplanning": {
        "placeableCoreArea_um2": 11500,
        "design.die.area_um2": 12300,
        "fp.dieW_um": 111,
        "initCoreUtil": 0.516,
        "die_height_um": 111,
        "num_io_pins": 136,
        "rows": 39,
    },
    "final_timing": {
        "slew_headroom": 0.521,
        "final-max-slew-violation-count": 0,
        "report.final.hold_viol_count": 0,
        "rsz_0062_raised_after_global_routing": "no",
        "setup_violations": 0,
        "fin_worst_skew_ns": 0.00516,
        "fin_setup_tns_ns": 0,
        "maxClockFrequency_mhz": 269,
        "timing.final.crit_period_ns": 3.72,
        "timing_worst_slew_pin_value_ns": 0.698,
        "fin_worst_setup_slack_ns": 1.18,
        "fin_crit_sh": 0.759,
    },
    "power_and_ir_drop": {
        "leakage_power_total_nw": 3.03,
        "clock_power_share": 0.465,
        "vdd.ir_drop.worst_uv": 257,
        "cellInternalPower_w": 0.00178,
        "total_power_per_unit_cell_area_nw_per_um2": 307,
        "reg_power_frac": 0.469,
        "power_switching_w": 0.000481,
        "netSwitchingFraction": 0.213,
        "comb_power_share": 0.066,
    },
    "flow_run": {
        "tool_warnings": 74,
        "cap_viol_max_count": 0,
    },
    "global_route": {
        "global_route_wire_length_before_repair_um": 21500,
        "gr-total-overflow": 0,
        "grt_start_max_net_pins": 55,
        "grt.total_usage": 0.219,
        "initial_antenna_violation_count": 0,
        "first_global_vias": 4402,
    },
    "cells_and_area": {
        "layout-area-overhead-vs-synth_pct": 24.6,
        "area.sequential_um2": 2520,
        "layout.core_utilization": 0.643,
        "number_of_fillers_in_the_final_layout": 907,
        "post-route-cell-area_um2": 7370,
        "layout-drive-gt1-share": 0.102,
        "multi_input_comb_area_um2": 3080,
    },
    "outcome": {
        "status": "complete, no violations",
    },
    "min_path": {
        "hold_path.class": "register to register",
    },
}
[routing by layer]
layer,vias to the layer above,global-route usage,part of all wire
li1,2384,-,-
met3,9,0.0535,0.050
met4,0,0.0249,0.0095
met2,110,0.326,0.44
met5,-,0,0
met1,2174,0.343,0.50
[placed cells by master, fill, tap and decap left out, drive strengths merged, types with 5 or more instances in the layout]
cell / n
dfxtp: 126
clkdlybuf4s50: 92
nor2: 80
nand2: 59
mux2i: 56
nand3: 52
a21oi: 44
mux2: 34
inv: 26
clkbuf: 24
xor2: 22
ha: 21
conb: 11
xnor2: 10
nand4: 9
buf: 9
nor2b: 7
a22oi: 6
a221oi: 6
o22ai: 6
nor4: 5
or3: 5
and3: 5
[through the flow]
step,hold WS (ns),cells,power [W]
CTS,0.451,885,0.00228
floorplan,0.417,662,0.00116
global route,0.470,885,0.00235
finish,0.450,885,0.00226
global placement,0.437,858,0.00123
detailed placement,0.444,858,0.00123
[final timing paths]
kind / start / to / slack (ns) / depth (start not counted)
setup / recovery: Addr[2] / O[19] / 1.18 / 4
hold / removal: sign[11]$_SDFFE_PP0P_ / sign[11]$_SDFFE_PP0P_ / 0.45 / 2
setup reg to reg: cnt[4]$_SDFF_PP0_ / digital_tube1[6]$_DFF_P_ / 1.49 / 8
hold reg to reg: sign[11]$_SDFFE_PP0P_ / sign[11]$_SDFFE_PP0P_ / 0.45 / 2
[cell families (layout without fill, tap and decap cells)]
| group | after synthesis | in the layout |
|---|---|---|
| buf+inv | 74 | 154 |
| compound gates | 74 | 74 |
| xor+xnor | 32 | 32 |
| fa+ha+maj | 21 | 21 |
| other cells | 1 | 11 |
| flops | 126 | 126 |
| mux | 90 | 90 |
| simple gates | 234 | 234 |
[state kept, by name, indices dropped and copies added (netlist names), named ones only]
name               cells
cnt                   32
digital_tube0          7
digital_tube1          7
digital_tube_sel0      2
digital_tube_sel1      2
num                   32
pos                    2
sign                  32
tube0                  4
tube1                  4
[power groups by stage]
stage	Sequential [W]	Clock [W]	Combinational (W)
5_1_grt	0.00106	0.00113	0.000163
4_1_cts	0.00106	0.00107	0.000151
6_report	0.00106	0.00105	0.000150
[worst register-to-register path: stages, from the launching register on]
cell and delay (ns):
sky130_fd_sc_hd__dfxtp_1 0.34, sky130_fd_sc_hd__or4_1 0.52, sky130_fd_sc_hd__or4_4 0.61, sky130_fd_sc_hd__nor2_8 0.33, sky130_fd_sc_hd__mux2i_1 0.67, sky130_fd_sc_hd__inv_1 0.15
sky130_fd_sc_hd__ha_1 0.28, sky130_fd_sc_hd__and3_1 0.15, sky130_fd_sc_hd__a221o_1 0.25
[cell type report]
cell class                      instances  share of cell area
Clock inverter                          3             0.00204
Timing Repair Buffer                  101               0.135
Multi-Input combinational cell        462               0.418
Inverter                               26              0.0146
Sequential cell                       126               0.342
Tap cell                              143              0.0243
Clock buffer                           24              0.0640
No activity file was given, so power comes from the tool's default toggle rates.
