`./run.sh`:
```
#!/bin/bash
# OpenROAD 26Q1-2900-gdf79404cd8, Yosys 0.63+post, stock flow scripts
make -C /OpenROAD-flow-scripts/flow DESIGN_CONFIG=/design/flow/config.mk WORK_HOME=/design/flow/orfs finish
```
`./config.mk`:
```
export PLATFORM = sky130hd
export DESIGN_NAME = TC
export DESIGN_NICKNAME = TC
export VERILOG_FILES = /design/flow/design.v
export SDC_FILE = /design/flow/constraint.sdc
export NUM_CORES = 4
export LEC_CHECK = 1
export CORE_UTILIZATION = 40
```
`./design.v`:
```
`timescale 1ns / 1ps
module TC(
    input clk,
    input reset,
    input [31:2] Addr,
    input WE,
    input [31:0] Din,
    output [31:0] Dout,
    output IRQ
    );
	reg [1:0] state;
	reg [31:0] mem [2:0];
	reg _IRQ;
	assign IRQ = mem[0][3] & _IRQ;
	assign Dout = mem[Addr[3:2]];
	wire [31:0] load = Addr[3:2] == 0 ? {28'h0, Din[3:0]} : Din;
	integer i;
	always @(posedge clk) begin
		if(reset) begin
			state <= 0; 
			for(i = 0; i < 3; i = i+1) mem[i] <= 0;
			_IRQ <= 0;
		end
		else if(WE) begin
			mem[Addr[3:2]] <= load;
		end
		else begin
			case(state)
				2'b00 : if(mem[0][0]) begin
					state <= 2'b01;
					_IRQ <= 1'b0;
				end
				2'b01 : begin
					mem[2] <= mem[1];
					state <= 2'b10;
				end
				2'b10  : 
					if(mem[0][0]) begin
						if(mem[2] > 1) mem[2] <= mem[2]-1;
						else begin
							mem[2] <= 0;
							state <= 2'b11;
							_IRQ <= 1'b1;
						end
					end
					else state <= 2'b00;
				default : begin
					if(mem[0][2:1] == 2'b00) mem[0][0] <= 1'b0;
					else _IRQ <= 1'b0;
					state <= 2'b00;
				end
			endcase
		end
	end
endmodule
```
`./constraint.sdc`:
```
current_design TC

set clk_period 9.8
set clk_io_pct 0.2

create_clock -name clk0 -period $clk_period [get_ports {clk}]

set non_clock_inputs [all_inputs -no_clocks]
set_input_delay [expr $clk_period * $clk_io_pct] -clock clk0 $non_clock_inputs
set_output_delay [expr $clk_period * $clk_io_pct] -clock clk0 [all_outputs]
```
==> summary.txt <==
Status of the implementation.

- The count of inserted antenna diode cells is 0, for reference.
- Per the layout area report, the register area comes to 3940 sq um.
- The synthesized netlist cell count is 552, for reference.
- The power report attributes to the combinational group a share of 0.111.
- The worst setup path is launched from an input pin.
- The share of total power dissipated in the clock network is 0.413.
- The detailed-routing iteration count for the pre-antenna-repair pass is 4, for reference.
- The number of hold-repair buffers added at the cts stage is 0, for reference.
- The final non-filler cell area is 8420 sq um, for reference.
- The clock net sink count is 133, for reference.
- Traced cell by cell, the critical path runs through buf_2 -> buf_4 -> mux4_2 -> clkdlybuf4s50_1.
- The final timing report lists a hold violation count of 0.
- The floorplan step records an initial core utilization of 0.410.
- After synthesis the cells add up to 6800 sq um.
- The timing report gives the clock slew at the launch and capture registers of the worst setup and hold paths as 0.06 ns.
- In this run the core area contains 47 standard-cell rows.
- The area of the die is 17500 sq um, for reference.
- The number of filler instances in the final layout is 1418, for reference.
- The area of the core is 16600 sq um, for reference.
- The sequential cell fraction of total power is 0.476, for reference.
- Counting flops with a built-in enable in the synthesized netlist gives 128.
- The placement summary gives the final routability congestion estimate as 0.834.
- Buffers added to address setup during post-CTS repair amount to 0.
- Of the synthesized area, sequential elements account for 0.580.
- Among all cell types in the netlist, the one instantiated most often is sky130_fd_sc_hd__edfxtp_1.
- Yosys reported a register bit count of 133.
- The number of buffers and inverters on the critical path is 3, for reference.
- The critical path depth is 4, for reference.
- The detailed router's first-iteration violation count is 332, for reference.
- The internal power of the cells totals 1.09 mW.
- The HPWL after detailed placement is 11000 um.
- The biggest area contributor in the post-synthesis netlist is sky130_fd_sc_hd__edfxtp_1.
- Sorting the synthesized cells by how often they occur yields 128 x sky130_fd_sc_hd__edfxtp_1, 81 x sky130_fd_sc_hd__nor2_1, 43 x sky130_fd_sc_hd__nand2_1.
- Per the skew report, the later register of the worst-skew pair sees a clock latency of 0.42 ns.
- The fraction of the cycle the final worst path needs is 0.580, for reference.
- The cell count in the Yosys report is 552, for reference.
- The main flop type after synthesis is sky130_fd_sc_hd__edfxtp_1, for reference.
- Looking at the clock tree report, the H-tree level count equals 4.
- The maximum single-stage delay on the critical path is 0.64 ns, for reference.
- For this design the ratio of total power to cell area is 169 nW/um^2.
- The peak ir drop on the vdd network is 0.127 mV, for reference.
- The worst setup path category is input pin to output pin, for reference.
- The depth of the most critical reg-to-reg path is 6, for reference.
- Per the detailed placement report, the placed cell area equals 7870 sq um.
- Static timing analysis puts the maximum clock frequency at 176 MHz.
- At the pin with the least slew margin, the transition time is 0.975 ns.
- Post-CTS repair ended up resizing 0 cells.
- The net switching share of the total power is 0.233, for reference.
- The cell leakage power is 3.10 nW, for reference.
- The smallest clock period supported by the final layout is computed as 5.68 ns.
- Port buffering added 69 buffers.
- The die boundary width is 132 um, for reference.
- The layout cell share with drive strength beyond 1 is 0.156, for reference.
- The number of antenna violations at the first check in global routing came to 0.
- Setup repair after global routing left no endpoint under its margin.
- TritonCTS built the clock tree.
- Grouping stages by cell kind, the critical path spends the most delay in buffers and inverters.
- For reference, the top cells by area after synthesis are sky130_fd_sc_hd__edfxtp_1 57%, sky130_fd_sc_hd__mux4_2 11%, sky130_fd_sc_hd__nor2_1 4.5%.
- The final max-slew violation count recorded for this run is 0.
- Clock skew on the completed layout was measured at 0.00866 ns.
- Looking at the critical path, the single cell with the biggest stage delay is sky130_fd_sc_hd__mux4_2.
- The largest fanout of any net on the critical path is 37, for reference.
- Per the TritonCTS log, the buffer count is 17.
- The top-area cell type share of the netlist area is 0.566, for reference.
- The die is 132 um tall.
- The first-pass GRT wire length is 28600 um, for reference.
- The switching power is 332 uW, for reference.
- Summed over all routing layers, the global router reports a total usage of 0.232.
- The mean number of vias per cell is 5.61, for reference.
- The number of distinct library cell variants in the gate-level netlist after synthesis is 54, for reference.
- The routed via count is 4936, for reference.
- The tally of yosys warning messages is 1, for reference.
- The number of violations of the max-capacitance limit is 0, for reference.
- The worst hold path belongs to the class register to register.
- TritonRoute reported its final design rule violation total as 0.
- The area taken by multi-input combinational cells is reported as 2810 sq um.
- The number of global-route vias before repair was 5172.
- The floorplan report gives the top-level pin count as 98.
- Of all flip-flops after synthesis, the portion carrying an async set or reset was 0.
- The yosys stat chip area is 6800 sq um, for reference.
- The count of warning messages emitted by the tools is 54, for reference.
- Per the GRT congestion report, total overflow comes to 0.
- The maximum buffer depth of the clock tree is 2, for reference.
- Entering global routing, the biggest net connects 40 pins.
- STA classifies the critical path endpoint as an output pin.
- Per the run report, area growth between synthesis and finish was 23.9%.
- The final timing report counts setup violations totalling 0.
- The aggregate negative setup slack is 0 ns, for reference.
- The worst pin sits at a relative slew slack of 0.348.
- The data required time of the critical path is 7.84 ns, for reference.
- The average wire per standard cell is 20.7 um, for reference.
- The count of antenna-violating nets left after detailed routing is 0, for reference.
- Along the worst hold path, the cell count comes to 2.
- The flow ran to the end, and the final reports show no timing, DRC or antenna violations.
- The root buffer cell chosen for the clock tree is sky130_fd_sc_hd__clkbuf_16.
- The synthesized area divided by synthesized cell count is 12.3 sq um, for reference.
- Wires add up to 18200 um.
- Data arrives at the worst endpoint at 3.72 ns.
[layer usage]
metal  vias to the layer above  GRT usage  routed length [um]
li1                       2271          -                   -
met3                        11      0.107                1920
met5                         -    0.00556                   0
met4                         0     0.0198                 112
met1                      2405      0.347                7600
met2                       249      0.346                8550
[power by group through the flow]
stage,Clock (mW),Sequential [mW],Combinational [mW]
4_1_cts,0.592,0.678,0.159
5_1_grt,0.619,0.682,0.172
6_report,0.588,0.678,0.158
[state kept, by name, indices dropped and copies added, names as in the netlist]
register  flops
state         4
_IRQ          1
mem         128
[area by class of cell]
cell class,instances,share of cell area
Sequential cell,133,0.468
Multi-Input combinational cell,401,0.334
Timing Repair Buffer,86,0.0960
Clock buffer,18,0.0522
Tap cell,220,0.0327
Clock inverter,14,0.0134
Inverter,8,0.00357
[cells by family after synthesis]
| logic type | Yosys count | synth area share |
|---|---|---|
| other | 1 | 0.000552 |
| buffers and inverters | 45 | 0.0261 |
| AOI/OAI and AO/OA | 58 | 0.0602 |
| muxes | 33 | 0.108 |
| and+or+nand+nor | 253 | 0.187 |
| DFF | 133 | 0.580 |
| xor gates and xnor gates | 27 | 0.0348 |
| adders and majority gates | 2 | 0.00368 |
[tightest hold or removal path, delay by kind of cell (launching register included)]
family	cells	cell delay [ns]
DFF	1	0.31
and+or+nand+nor	2	0.09
[cell usage in the layout (no fill, tap or decap), types with 3 or more instances in the layout]
| master | instances |
|---|---|
| sky130_fd_sc_hd__nor4_2 | 6 |
| sky130_fd_sc_hd__xnor2_1 | 8 |
| sky130_fd_sc_hd__and3_1 | 12 |
| sky130_fd_sc_hd__or3_1 | 6 |
| sky130_fd_sc_hd__nand2b_1 | 3 |
| sky130_fd_sc_hd__or2_2 | 5 |
| sky130_fd_sc_hd__mux4_2 | 32 |
| sky130_fd_sc_hd__conb_1 | 28 |
| sky130_fd_sc_hd__nand2_1 | 43 |
| sky130_fd_sc_hd__or4_1 | 6 |
| sky130_fd_sc_hd__xor2_1 | 19 |
| sky130_fd_sc_hd__clkbuf_16 | 17 |
| sky130_fd_sc_hd__nor3_1 | 23 |
| sky130_fd_sc_hd__and2_1 | 14 |
| sky130_fd_sc_hd__clkdlybuf4s50_1 | 67 |
| sky130_fd_sc_hd__nor4_1 | 11 |
| sky130_fd_sc_hd__o21ai_0 | 3 |
| sky130_fd_sc_hd__o211ai_1 | 3 |
| sky130_fd_sc_hd__clkinv_2 | 7 |
| sky130_fd_sc_hd__buf_4 | 17 |
| sky130_fd_sc_hd__nor2_1 | 81 |
| sky130_fd_sc_hd__inv_1 | 8 |
| sky130_fd_sc_hd__a221oi_1 | 9 |
| sky130_fd_sc_hd__a21oi_1 | 20 |
| sky130_fd_sc_hd__dfxtp_1 | 5 |
| sky130_fd_sc_hd__edfxtp_1 | 128 |
| sky130_fd_sc_hd__nand3_1 | 30 |
| sky130_fd_sc_hd__clkinvlp_4 | 4 |
| sky130_fd_sc_hd__nand4_1 | 4 |
[final timing paths]
kind / from / to / slack (ns)
hold reg to reg: state[3] / state[3] / 0.45
setup / recovery: Addr[2] / Dout[26] / 4.12
hold / removal: state[3] / state[3] / 0.45
setup reg to reg: mem[2][16] / mem[2][27] / 6.95
[stage by stage]
stage	total power, mW	setup WS, ns	util	instances	hold slack (ns)
2_1_floorplan	0.769	4.21	-	579	0.423
5_1_grt	1.47	3.98	0.508	880	0.479
3_5_place_dp	0.847	4.08	0.474	848	0.441
6_report	1.42	4.12	0.508	880	0.446
4_1_cts	1.43	4.07	0.508	880	0.450
3_3_place_gp	0.845	4.09	0.474	848	0.436
No activity file was given, so power comes from the tool's default toggle rates.
